==> flow/design.v <==
`timescale 1ns / 1ps
module BCDtoSevenseg(bcd, segment);
	 input [3:0] bcd;
    output reg [6:0] segment;
	 always @(bcd)
    begin
        case (bcd)  
            0 : segment = 7'b0000001;
            1 : segment = 7'b1001111;
            2 : segment = 7'b0010010;
            3 : segment = 7'b0000110;
            4 : segment = 7'b1001100;
            5 : segment = 7'b0100100;
            6 : segment = 7'b0100000;
            7 : segment = 7'b0001111;
            8 : segment = 7'b0000000;
            9 : segment = 7'b0000100; 
            default : segment = 7'b1111111; 
        endcase
    end
endmodule
`timescale 1ns / 1ps
module StopWatch(start, stop, reset, clk, segment, an, dp);
	 input start;
    input stop;
    input reset;
    input clk;
	 output reg [6:0] segment;
	 output reg [3:0] an;
	 output reg dp;
	 wire ms_pulse;
	 reg [14:0]count;
	 reg [3:0] bcdmain;
	 wire [6:0] sseg0;
	 wire [3:0] digi0w;
	 wire [3:0] digi1w;
	 wire [3:0] digi2w;
	 wire [3:0] digi3w;
	 wire digit0_cout;
 	 wire digit1_cout;
	 wire digit2_cout;
	 wire digit3_cout;
	mspulse #(
				.MAX_COUNT(49999)
			  ) 
		milispulse(
		.clk(clk),
		.start(start),
		.stop(stop),
		.msclock(ms_pulse)
		);
	always @ (posedge clk)
	begin
		count <= count + 1;
	end
	always @ (*)
	begin
		dp <= 1'b1;
		case(count[14:13]) 		 
			2'b00:  
			 begin
				 bcdmain <= digi0w;
				 segment = sseg0;
				 an = 4'b1110;
			 end
			2'b01:  
			 begin
				 bcdmain <= digi1w;
				 segment = sseg0;
				 an = 4'b1101;
			 end
			2'b10:  
			 begin
				 bcdmain <= digi2w;
				 segment = sseg0;
				 an = 4'b1011;
			 end
			2'b11:  
			 begin
				 bcdmain <= digi3w;
				 segment = sseg0;
				 an = 4'b0111;
			 end
		endcase
	end
	BCDtoSevenseg bcds0 (
		.bcd(bcdmain),
		.segment(sseg0)
	);
	bcd_digit digi_module_0 (
	 .clk(ms_pulse),
	 .reset(reset), 
	 .digit(digi0w), 
	 .c_out(digit0_cout)
	);
	bcd_digit digi_module_1 (
	 .clk(digit0_cout),
	 .reset(reset), 
	 .digit(digi1w), 
	 .c_out(digit1_cout)
	);
	bcd_digit digi_module_2 (
	 .clk(digit1_cout),
	 .reset(reset), 
	 .digit(digi2w), 
	 .c_out(digit2_cout)
	);
	bcd_digit digi_module_3 (
	 .clk(digit2_cout),
	 .reset(reset), 
	 .digit(digi3w), 
	 .c_out(digit3_cout)
	);
endmodule
`timescale 1ns / 1ps
module bcd_digit(clk, reset, digit, c_out);
	input clk;
   input reset;
   output reg [3:0] digit;
   output reg c_out = 0;
	initial digit = 0;
	always @(negedge clk or posedge reset)
	begin
		c_out <= (digit == 4'b1000);
    if (reset)
		begin
			digit <= 0;
			c_out <= 0;
		end
	 else if (c_out)
		begin
			digit <= 0;
			c_out <= 0;
		end
	 else
		begin
			digit <= digit+1;
		end
	end
endmodule
`timescale 1ns / 1ps
module mspulse(clk, start, stop, msclock);
	 parameter MAX_COUNT = 49999;
	 input clk, start, stop;
    output reg msclock = 0;
	 reg started = 0;
	 integer count;
always @ (posedge clk)
	begin
	if(start)
		started <= 1'b1;
	else if(stop)
		started <= 1'b0;
	if(started)
			begin
				if (count == MAX_COUNT)
					begin
						count <= 0;
						msclock <= 1;
					end
				else if(count == MAX_COUNT/10)
					begin
							msclock <= 0;
							count <= count + 1;
					end
				else
					begin
						count <= count + 1;	
					end
			end		
	end	
endmodule
==> flow/run.sh <==
#!/bin/bash
# OpenROAD 26Q1-2900-gdf79404cd8, Yosys 0.63+post, stock flow scripts
make -C /OpenROAD-flow-scripts/flow DESIGN_CONFIG=/design/flow/config.mk WORK_HOME=/design/flow/orfs finish
==> flow/config.mk <==
export PLATFORM = sky130hd
export DESIGN_NAME = StopWatch
export DESIGN_NICKNAME = StopWatch
export VERILOG_FILES = /design/flow/design.v
export SDC_FILE = /design/flow/constraint.sdc
export NUM_CORES = 4
export LEC_CHECK = 1
export CORE_UTILIZATION = 40
==> flow/constraint.sdc <==
current_design StopWatch

set clk_period 4.9
set clk_io_pct 0.2

create_clock -name clk0 -period $clk_period [get_ports {clk}]

set non_clock_inputs [all_inputs -no_clocks]
set_input_delay [expr $clk_period * $clk_io_pct] -clock clk0 $non_clock_inputs
set_output_delay [expr $clk_period * $clk_io_pct] -clock clk0 [all_outputs]
==> results_dict.tcl <==
# yosys + openroad results
set metrics [dict create \
    status "complete, no violations" \
    crit_path_cell_trace "mux4_2 -> inv_1 -> ha_1 -> nand2b_1 -> a21oi_1 -> nor2_1 -> clkdlybuf4s50_1" \
    maxClockFrequency_mhz 278 \
    leakage_nw 1.49 \
    ys_cells 323 \
    hold_path.class "reg2reg" \
    die_width_um 95.6 \
    grt_max_degree 34 \
    syn_area_um2 3500 \
    ys_types 38 \
    diodes 0 \
    first_global_vias 2097 \
    syn_area_per_cell_um2 10.8 \
    first_pass_iters 4 \
    antenna_found_initial 0 \
    arrival_ps 2610 \
    dpl-instance-area_um2 3760 \
    initial_utilization_pct 42.0 \
    worstPathRequired_ps 3920 \
    crit_fanout 10 \
    io_pins 16 \
    synth_top_flop_cell "edfxtp_1" \
    cp_slowest_cell "mux4_2" \
    ys_seq_elements 69 \
    routed_via_density 5.09 \
    port_buffers 14 \
    rows 33 \
    power_mw 0.941 \
    top_area_cell "edfxtp_1" \
    relSlewSlack_pct 43.1 \
    top_cell_area_share_pct 28.3 \
    mux_area_share_pct 3.18 \
    coreArea_um2 8340 \
    cts_root_buf "clkbuf_8" \
    topCombFamilyByArea "simple AND/OR/NAND/NOR gates" \
    path_buffers 2 \
    critical_path_class "reg2out" \
    r2r_setup_slack_ps 2590 \
    unclocked_pins 20 \
    fin_area_um2 3870 \
    setup_violations 0 \
    clk_pin_slew_ps 90 \
    ys_area_um2 3500 \
    route.detailed.drc 0 \
    die_h_um 95.6 \
    post_cts_resized 0 \
    holdPathStages 1 \
    worst_clock_skew_ps 7.94 \
    gp_congestion 0.826 \
    cts_buffers 5 \
    tightest_slew_ps 846 \
    tool_warnings 33 \
    ys_seq_share_pct 51.7 \
    ctsHtreeMaxLevel 2 \
    reg2regPathDepth 4 \
    r2r-end "milispulse.count[6]" \
    hold_viol 0 \
    p_per_area_nw_per_um2 243 \
    maxCapViolCount 0 \
    holdBufCountCts 0 \
    period_needed_ps 3590 \
    fill_cells 761 \
    final-comb-area_um2 1600 \
    ir_drop_v 0.000174 \
    worst_setup_path_start_kind "flip-flop" \
    rsz0062_at_grt "no" \
    synth-edff-count 33 \
    preCtsSetupSlack_ps 1610 \
    cts_buffer_depth 2 \
    post-route-period-util_pct 73.4 \
    min_to "count[0]" \
    yosys_warnings 4 \
    synthArstFlopShare_pct 29.0 \
    crit-reg2reg-launch "milispulse.count[5]" \
    gr-total-overflow 0 \
    drt_iter0_drc 65 \
    fa_ha_area_share_pct 5.36 \
    vias 2271 \
    finalMaxSlewViolations 0 \
    crit_family "multiplexers" \
    slowest_delay_ps 600 \
    min_from "count[0]" \
    grt_use_total_pct 13.8 \
    cts_tree "yes" \
    xor_share_pct 12.3 \
    syn_to_final_growth_pct 10.5 \
    grt_pass1_wl_um 9590 \
    postRouteAntennaNets 0 \
    wl_per_cell_um 12.6 \
    regArea_um2 1810 \
    endpoint_kind "output port" \
    untimed_endpoints 20 \
    place.detailed.hpwl_um 3970 \
    cts_setup_buffers 0 \
    aoi_share_pct 1.71 \
    worstSkewPairLatency_ps 300 \
    fin_tns_setup_ps 0 \
    drive_above_1_share_pct 5.87 \
    synthCells 323 \
    dieArea_um2 9130 \
    finalWirelength_um 5630 \
    top_cells_by_area "edfxtp_1 (28%), dfrtn_1 (14%), dfxtp_1 (9.1%)" \
    simple_gate_area_share_pct 23.2 \
    fin_ws_ps 1310 \
]
-- routing by layer --
metal  GRT usage [%]  vias up  routed length (um)
met5               0        -                   0
met2            21.0       36                2480
met3            2.84        6                 195
met1            22.3     1064                2880
met4            1.87        0                  72
li1                -     1165                   -
-- metrics by stage --
stage,util (%),instances,hold WS [ps]
final,46.4,446,418
after global routing,46.4,446,442
after CTS,46.4,446,422
after detailed placement,45.0,438,400
after global placement,45.0,438,392
after floorplan,-,323,383
-- worst max-delay path by stage --
stage,start,end,depth (start not counted)
CTS,count[13],segment[3],7
global route,count[13],segment[3],7
finish,count[13],segment[3],7
-- cell type report --
cell class              count  share of cell area [%]
flip-flops and latches     69                    46.8
multi-input cells         232                    41.4
repair buffers             15                    3.81
well taps                 105                    3.39
clock buffers               7                    2.78
inverters                  17                    1.65
clock inverters             1                   0.162
-- synthesized netlist by cell type, drive strengths merged (7+ instances only) --
master / n
ha: 15
nor4: 8
and3: 7
nor2: 36
xor2: 20
inv: 17
nand2b: 9
nand3: 26
edfxtp: 33
dfxtp: 16
nand2: 21
nand4: 14
xnor2: 29
nor3: 9
dfrtn: 20
-- worst reg2reg max path, stage by stage (launching register included) --
cell and delay, ps:
edfxtp_1 470, or4_1 550, or4_4 520, nor3_4 410, nor2_1 100
-- power breakdown --
part / total [mW] / internal [mW] / leakage [nW] / switching (mW)
Sequential: 0.562 / 0.503 / 0.730 / 0.0595
Combinational: 0.0991 / 0.0453 / 0.697 / 0.0538
Clock: 0.279 / 0.146 / 0.0599 / 0.134
Total: 0.941 / 0.694 / 1.49 / 0.247
-- cell usage in the layout, fill, tap and decap left out, drive strengths merged, types with 2 or more instances in the layout --
cell           instances
edfxtp                33
nor2b                  5
dfxtp                 16
nand2b                 9
and3                   7
nor4bb                 3
and2                   3
and4                   3
xnor2                 29
nor2                  36
nor4                   8
xor2                  20
dfrtn                 20
inv                   18
clkdlybuf4s50         14
nor3                   9
nand3                 26
a21oi                  5
or4                    2
nand4                 14
clkbuf                 7
mux4                   4
o21ai                  2
nand3b                 2
ha                    15
nand2                 21
or2                    2
-- cells by family (layout without fill, tap and decap cells) --
kind of cell / Yosys count / in the layout
compound gates: 10 / 10
xor+xnor: 49 / 49
fa+ha+maj: 15 / 15
buf+inv: 22 / 40
flops: 69 / 69
mux: 6 / 6
other cells: 1 / 1
simple gates: 151 / 151
-- state kept, by name (all words and copies together), names as in the netlist --
signal and count:
milispulse.msclock 1, digi_module_3.digit 4, digi_module_2.digit 4, digi_module_0.c_out 1, digi_module_1.digit 4, digi_module_2.c_out 1, digi_module_1.c_out 1, digi_module_3.c_out 1
milispulse.count 32, milispulse.started 1, count 15, digi_module_0.digit 4
No activity file was given, so power comes from the tool's default toggle rates.
