==> ./design.v <==
`timescale 1ns / 1ps
module MiliPulseTop(clk, start, stop, led);
	 input clk, start, stop;
    output led;
	 mspulse mspulse0 (
		.clk(clk),
		.start(start),
		.stop(stop),
		.msclock(led)
	 );
endmodule
`timescale 1ns / 1ps
module mspulse(clk, start, stop, msclock);
	 parameter MAX_COUNT = 49999;
	 input clk, start, stop;
    output reg msclock = 0;
	 reg started = 0;
	 integer count;
always @ (posedge clk)
	begin
	if(start)
		started <= 1'b1;
	else if(stop)
		started <= 1'b0;
	if(started)
			begin
				if (count == MAX_COUNT)
					begin
						count <= 0;
						msclock <= 1;
					end
				else if(count == MAX_COUNT/10)
					begin
							msclock <= 0;
							count <= count + 1;
					end
				else
					begin
						count <= count + 1;	
					end
			end		
	end	
endmodule
==> ./run.sh <==
#!/bin/bash
# OpenROAD 26Q1-2900-gdf79404cd8, Yosys 0.63+post, stock flow scripts
make -C /OpenROAD-flow-scripts/flow DESIGN_CONFIG=/design/flow/config.mk WORK_HOME=/design/flow/orfs finish
==> ./config.mk <==
export PLATFORM = sky130hd
export DESIGN_NAME = MiliPulseTop
export DESIGN_NICKNAME = MiliPulseTop
export VERILOG_FILES = /design/flow/design.v
export SDC_FILE = /design/flow/constraint.sdc
export NUM_CORES = 4
export LEC_CHECK = 1
export CORE_UTILIZATION = 40
==> ./constraint.sdc <==
current_design MiliPulseTop

set clk_period 5.6
set clk_io_pct 0.2

create_clock -name clk0 -period $clk_period [get_ports {clk}]

set non_clock_inputs [all_inputs -no_clocks]
set_input_delay [expr $clk_period * $clk_io_pct] -clock clk0 $non_clock_inputs
set_output_delay [expr $clk_period * $clk_io_pct] -clock clk0 [all_outputs]
==> run summary <==
Physical implementation

The synthesized design contains 33 enable-type register cells. The leftover overflow at the end of global routing is 0. The iteration count of the initial detailed-routing pass is 4. The netlist uses 29 different library cells. The via density per instance is 5.446.

Per the post-route antenna check, the number of violating nets is 0. The clock H-tree reported by CTS has 2 levels. The final timing report lists a hold violation count of 0. The post-synthesis instance area is 1782 µm².

The power density normalized to cell area is 331.2 nW/µm². The setup-violating endpoint count in the final report is 0. The critical path's largest stage delay is 0.58 ns. The kind of end point of the critical path is a register. Each instance of the synthesized netlist takes up on average 11.65 µm². The critical path startpoint category is a register.

The sum of net half-perimeters after detailed placement is 2111 µm. The via count of the first global-routing pass is 1127. Per the OpenROAD power report, leakage power amounts to 0.6378 nW.

Summed over all layers, the routed wires come to 3142 µm. Clock-pin slew was measured on the worst setup and hold paths at 0.07 ns. The tally of buffers added on design ports is 3. The most frequently used flop master after synthesis is edfxtp_1. The synthesis stats list as the most numerous cell edfxtp_1. The area of the placeable core is 4144 µm². The synthesized netlist handed to floorplanning was reported with a cell count of 153. Of the post-synthesis cell area, the dominant cell type holds 0.5562. Row generation in the floorplan step produced 23 rows. The die is 68.74 µm tall. The required time of the critical path is 5.62 ns.

The worst setup path is of the reg2reg kind. After clock tree synthesis, the flow added hold-fix buffers numbering 0. The area fraction in and, or, nand and nor cells after synthesis is 0.2500. In this run, the number of DRC markers left after iteration 0 of detailed routing was 105. The path category of the worst min-delay check is reg2reg. The average detailed-routed wire length per instance is 14.75 µm. The antenna diode instance count is 0. The post-CTS setup buffer count is 0. Post-route period utilization is reported as 0.4097.

The largest driver fanout on the critical path is 10. The largest net degree at the start of global routing is 34. The global-route wire length before repair is 5340 µm.

The layout cell share with drive strength beyond 1 is 0.06135. The sequential element share of the synthesized area is 0.5674. For reference, the top cells by count after synthesis are edfxtp_1 (33), xnor2_1 (24), nand4_1 (16).

For reference, the critical path cell chain is or4_1 -> or3_4 -> nor4_4 -> nor2_1. The number of max-slew violations in the final report is 0. The total CTS buffers is 5. Per the OpenROAD floorplan log, the width of the die is 68.74 µm. Summed over all routing layers, the global router reports a total usage of 0.1654. The time the worst path needs with I/O delays and setup is 2.294 ns. Per the run report, area growth between synthesis and finish was 9.902%. 4 I/O pins were placed.

Per the STA report, the cell with the highest stage delay on the worst path is nor4_4. The script reports the combined buffer and inverter count of the critical path as 0. The core utilization at floorplan is 0.4300.

The source-to-sink clock delay at the later pin of the worst-skew pair is 0.29 ns. The timing-limited maximum frequency is 435.9 MHz. By area the synthesized netlist is led by edfxtp_1 (56%), xnor2_1 (12%), nand4_1 (5.6%), nor4_1 (2.8%), nand3_1 (2.5%). The area fraction in xor and xnor cells is 0.1426. The largest clock skew in the final design is 0.006141 ns.

The routability congestion estimate from global placement is 0.8260. The number of warning messages in the logs is 25. The worst-margin pin slew is 0.6099 ns. Yosys reports a chip area of 1782 µm². Per the synthesis report, the AND-OR/OR-AND share of the synthesized area is 0.01615.

The synthesis report lists the Yosys warning total as 1. The tree is rooted in a clkbuf_8. The remaining design rule violation count is 0. The cell class contributing the biggest share of worst-path delay is simple AND/OR/NAND/NOR gates. The arithmetic-cell share of the synthesized area counting full adders, half adders and majority gates is 0.007022. The max-slew headroom at the worst pin is 0.5904.

The flow ran to the end, and the final reports show no timing, DRC or antenna violations. The TritonCTS clock tree is built. Across the VDD grid, the largest voltage drop is 0.2360 mV. The utilization of the core after routing is 0.4725. Setup repair after global routing left no endpoint under its margin. The data arrival time of the critical path is 2.31 ns. The via total after detailed routing is 1160. The tool flagged a number of max-cap violations equal to 0. The proportion of register bits with asynchronous set or reset after synthesis is 0.

The number of cell instances after yosys synthesis is 153. For flop-to-flop paths, the worst setup slack is 3.31 ns. The sum of negative setup slack is 0 ns. Summing all multiplexer cells gives an area fraction of 0.

Gates resized during post-CTS repair numbered 0. The synthesis stat section lists a flop and latch total of 34. The buffer levels on the longest clock path is 2.

The top logic cell family in the synthesized netlist is simple AND/OR/NAND/NOR gates. The cell taking the most area after synthesis is edfxtp_1. The die covers 4725 µm². The number of antenna violations at the first check in global routing is 0. The CTS log lists the clock sinks for this run as 34.
[through the flow]
step | area [µm²] | std cells | hold WS [ns] | setup slack [ns] | total power, mW
after floorplan | 1782 | 153 | 0.5503 | 3.454 | 0.4495
after global placement | 1878 | 205 | 0.5714 | 3.364 | 0.4750
after detailed placement | 1878 | 205 | 0.5891 | 3.292 | 0.4780
after CTS | 1958 | 213 | 0.6055 | 3.297 | 0.6530
after global routing | 1958 | 213 | 0.6233 | 3.212 | 0.6849
final | 1958 | 213 | 0.5995 | 3.306 | 0.6484
[placed cells by master, fill, tap and decap left out]
| master | count |
|---|---|
| a211oi_1 | 1 |
| a21oi_1 | 1 |
| a31o_2 | 1 |
| and2_0 | 1 |
| and2_1 | 4 |
| and3_1 | 6 |
| and4_1 | 1 |
| buf_4 | 2 |
| clkbuf_1 | 3 |
| clkbuf_8 | 5 |
| clkdlybuf4s50_1 | 3 |
| dfxtp_1 | 1 |
| edfxtp_1 | 33 |
| ha_1 | 1 |
| inv_1 | 5 |
| nand2_1 | 8 |
| nand3_1 | 9 |
| nand3b_1 | 1 |
| nand4_1 | 16 |
| nand4b_1 | 1 |
| nor2_1 | 11 |
| nor2b_1 | 1 |
| nor3_1 | 5 |
| nor3b_1 | 1 |
| nor4_1 | 8 |
| nor4_4 | 1 |
| o21bai_1 | 1 |
| or3_1 | 1 |
| or3_4 | 1 |
| or4_1 | 1 |
| xnor2_1 | 24 |
| xor2_1 | 5 |
[state kept, by name, indices dropped and copies added (netlist names)]
name              flops
mspulse0.count       32
mspulse0.msclock      1
mspulse0.started      1
[power by group]
group,switching [mW],internal (mW)
logic,0.0470,0.0421
clock network,0.0856,0.0883
registers,0.0495,0.336
[metal layers]
| metal | wire [µm] | GRT usage |
|---|---|---|
| met2 | 1306 | 0.2218 |
| met5 | 0 | 0 |
| met1 | 1644 | 0.2874 |
| met3 | 142 | 0.05333 |
| met4 | 48 | 0.02041 |
[worst paths after layout]
kind | from | to | depth (start not counted)
worst max-delay path | mspulse0.count[13]$_SDFFCE_PN0P_ | mspulse0.count[8]$_SDFFCE_PN0P_ | 4
worst min-delay path | mspulse0.count[31]$_SDFFCE_PN0P_ | mspulse0.count[31]$_SDFFCE_PN0P_ | 1
worst max register to register | mspulse0.count[13]$_SDFFCE_PN0P_ | mspulse0.count[8]$_SDFFCE_PN0P_ | 4
worst min register to register | mspulse0.count[31]$_SDFFCE_PN0P_ | mspulse0.count[31]$_SDFFCE_PN0P_ | 1
[area by class of cell]
class	count	area [µm²]
Clock buffer	8	80.08
Fill cell	390	2186
Inverter	5	18.77
Multi-Input combinational cell	111	740.7
Sequential cell	34	1011
Tap cell	50	62.56
Timing Repair Buffer	5	45.04
[cells by family (layout without fill, tap and decap cells)]
group                    after synthesis  after routing
AND/OR/NAND/NOR                       77             77
adder cells (fa/ha/maj)                1              1
buffers and inverters                  8             18
AND-OR/OR-AND                          4              4
flip-flops                            34             34
XOR/XNOR                              29             29
No activity file was given, so power comes from the tool's default toggle rates.
