===== flow/run.sh =====
#!/bin/bash
# OpenROAD 26Q1-2900-gdf79404cd8, Yosys 0.63+post, stock flow scripts
make -C /OpenROAD-flow-scripts/flow DESIGN_CONFIG=/design/flow/config.mk WORK_HOME=/design/flow/orfs finish

===== flow/config.mk =====
export PLATFORM = sky130hd
export DESIGN_NAME = top
export DESIGN_NICKNAME = top
export VERILOG_FILES = /design/flow/design.v
export SDC_FILE = /design/flow/constraint.sdc
export NUM_CORES = 4
export LEC_CHECK = 1
export CORE_AREA = 10 10 92 92
export DIE_AREA = 0 0 102 102

===== flow/constraint.sdc =====
current_design top

set clk_period 2.5
set clk_io_pct 0.2

create_clock -name clk0 -period $clk_period [get_ports {clk}]

set non_clock_inputs [all_inputs -no_clocks]
set_input_delay [expr $clk_period * $clk_io_pct] -clock clk0 $non_clock_inputs
set_output_delay [expr $clk_period * $clk_io_pct] -clock clk0 [all_outputs]

===== flow/design.v =====
`timescale 1ns / 1ps
module BCDtoSevenseg(bcd, segment);
	 input [3:0] bcd;
    output reg [6:0] segment;
	 always @(bcd)
    begin
        case (bcd)  
            0 : segment = 7'b0000001;
            1 : segment = 7'b1001111;
            2 : segment = 7'b0010010;
            3 : segment = 7'b0000110;
            4 : segment = 7'b1001100;
            5 : segment = 7'b0100100;
            6 : segment = 7'b0100000;
            7 : segment = 7'b0001111;
            8 : segment = 7'b0000000;
            9 : segment = 7'b0000100; 
            default : segment = 7'b1111111; 
        endcase
    end
endmodule
`timescale 1ns / 1ps
module top(clk, bcdl, segment, an0, dp);
	 input clk;
	 input wire [7:0] bcdl;
	 output reg [6:0] segment;
	 output reg [3:0] an0;
	 output reg dp;
	 reg [16:0]count;
	 wire [6:0] sseg2; 
	 wire [6:0] sseg3;
	initial begin
	 dp = 1'b1;
	end
	always @ (posedge clk)
	begin
		if (count >= 49999)
			count <= 0;
		else
			count <= count + 1;
	end
	always @ (*)
	begin
		dp <= 1'b1;
		case(count[13:12]) 		 
		2'b00:  
		 begin
		 segment = sseg2;
		 an0 = 4'b1110;
		 end
		2'b01:  
		 begin
		  segment = sseg3;
		  an0 = 4'b1101;
		 end
		2'b10:  
		 begin
		  segment = sseg2;
		  an0 = 4'b1011;
		 end
		2'b11:  
		 begin
		  segment = sseg3;
		  an0 = 4'b0111;
		end
		endcase
	end
	BCDtoSevenseg bcds0 (
		.bcd(bcdl[3:0]),
		.segment(sseg2)
	);
	BCDtoSevenseg bcds1 (
		.bcd(bcdl[7:4]),
		.segment(sseg3)
	);
endmodule

==> out/qor.csv <==
stage,metric,value,unit
run_status,outcome,"finished, final reports clean",
cells_and_area,Non-Filler Instances,268,
floorplanning,Site Rows,29,
grt,total gr overflow,0,
drt,DRT iter0 DRCs,85,
drt,WL final,2800,um
synthesis,Mapped Cells,156,
setup_path,Crit path required time,2.00,ns
grt,first-pass GRT wire length,4670,um
hold_path,WHS Endpoint,count[0],
clock_tree,clk root buf,clkbuf_8,
drt,drc violations,0,
setup_path,startpoint class of the critical path,input pin,
placed_design,# port buffers,19,
cells_and_area,"Most flops, register",count,
drt,ANT nets after route,0,
floorplanning,FP Core Util,18.8,%
clock_tree,total CTS buffers,3,
sta,Final WS setup,0.113,ns
floorplanning,Die X-Extent,102,um
sta,Final setup viols,0,
grt,largest net degree at the start of global routing,14,
drt,vias per cell,4.33,
power_and_ir_drop,LEAKAGE,0.678,nW
cells_and_area,most frequent cells in the layout,"nor2_1 (18), dfxtp_1 (17), buf_4 (17)",
grt,vias in the first global route,1049,
placed_design,cell area after placement,0.00159,mm^2
run,Max Cap Viol,0,
synthesis,number of standard cells reported by yosys,156,
grt,M3 GR Usage,2.04,%
grt,Most Crowded Layer GR,met2,
floorplanning,num ports,21,
power_and_ir_drop,worst vdd ir,0.299,mV
clock_tree,clock sink total,17,
synthesis,YS chip area,0.00121,mm^2
clock_tree,clk buf depth,2,
setup_path,Reg2Reg Depth,4,
clock_tree,worst skew pair latency,0.24,ns
sta,endpoints failing hold,0,
clock_tree,H-tree levels,1,
sta,Peak Freq,419,MHz
synthesis,post-synth cell types,35,
drt,Routed wire per std cell,10.4,um
placed_design,dpl hpwl,2170,um
grt,antenna violations before repair,0,
drt,drt pass-1 iters,4,
cells_and_area,max reg flops,17,
sta,fin crit share,95.5,%
synthesis,Syn Area/Cell,7.78,um^2
cells_and_area,final instance area,0.00167,mm^2
sta,Clock Skew,0.00109,ns
drt,Ant. Diodes,0,
cells_and_area,area delta synth->final,37.7,%
grt,Total Routing Usage GR,5.20,%
setup_path,critical path arrival,1.89,ns
setup_path,flop2flop setup slack,0.54,ns
placed_design,Placed Cells incl. Taps,262,
setup_path,critical path class,input pin to primary output,
grt,M2 GR Usage,7.85,%
placed_design,routability cong.,0.906,
clock_tree,Hold Buf Count CTS,0,
cells_and_area,biggest registers after layout,count x17,
floorplanning,Chip Area,0.0104,mm^2
power_and_ir_drop,Final Total Pwr,0.000604,W
drt,vias post-DR,1160,
sta,slew at the pin with the worst max-slew slack,0.522,ns
cells_and_area,most instantiated logic cell after routing,nor2_1,
synthesis,Netlist Area Pre-Place,0.00121,mm^2
synthesis,Ys Warns,2,
setup_path,CP Max Fanout,3,
synthesis,Post-synth seq share,28.0,%
cells_and_area,fraction of layout cells with a size suffix above 1,16.8,%
power_and_ir_drop,pwr dens,362,mW/mm^2
clock_tree,CTS clock-pin slew for the worst setup and hold paths,0.06,ns
setup_path,Worst R2R Start,count[13],
hold_path,Hold Startpoint,count[0],
placed_design,Place WS,-0.222,ns
floorplanning,Die H,102,um
sta,min cycle time layout,2.39,ns
sta,max_slew headroom,65.2,%
hold_path,hold path depth,1,
clock_tree,CTS tree,yes,
hold_path,Worst Hold Class,flip-flop to flip-flop,
sta,unrepaired setup endpoints after global routing,no,
grt,GR Layer Usage met1,7.23,%
setup_path,critical path capture point type,primary output,
run,tool warning count,33,
setup_path,reg2reg end,count[14],
synthesis,Synthesized registers,17,
sta,hold slack,0.475,ns
sta,Final Max Tran Viols,0,
floorplanning,core area,0.00646,mm^2
[layout make-up]
type	instances	area, um^2
clock buffers	4	45.0
fillers	702	4790
inverters	9	33.8
multi-input cells	121	803
flip-flops and latches	17	340
well taps	77	96.3
repair buffers	40	353
[power breakdown]
part           leakage (nW)  internal [W]  total [W]  switching (W)
clock                0.0228      0.000113   0.000198      0.0000852
combinational         0.518     0.0000704   0.000126      0.0000553
sequential            0.138      0.000276   0.000281     0.00000460
[per-layer routing]
metal  wire [um]  vias to the layer above  part of all wire (%)
met3         282                        2                    10
met4           4                        0                  0.14
met2        1090                       34                    39
met5           0                        -                     0
li1            -                      609                     -
met1        1430                      515                    51
[cells by family after synthesis]
family	Yosys count	synth area share (%)
adders and majority gates	11	11.3
DFF	17	28.0
xor gates and xnor gates	13	9.38
muxes	2	1.65
other	2	0.619
buffers and inverters	18	7.11
AOI/OAI and AO/OA	34	17.5
and+or+nand+nor	59	24.3
[critical path, stage by stage]
cell	delay [ns]
dlygate4sd2_1	0.25
buf_4	0.14
buf_4	0.13
xnor2_1	0.14
o221ai_1	0.12
o21ai_1	0.11
clkdlybuf4s50_1	0.49
[metrics by stage]
| step | TNS [ns] | util (%) |
|---|---|---|
| 2_1_floorplan | 0 | - |
| 3_3_place_gp | -1.25 | 24.6 |
| 3_5_place_dp | -1.17 | 24.6 |
| 4_1_cts | 0 | 25.7 |
| 5_1_grt | 0 | 25.9 |
| 6_report | 0 | 25.9 |
[repair_timing]
| action | in CTS | in global routing |
|---|---|---|
| buffers inserted | 1 | 1 |
| pin swaps | 4 | 0 |
| gates resized | 25 | 3 |
| endpoints found under the setup margin | 7 | 2 |
[worst max path at each step]
| stage | from | to | slack [ns] |
|---|---|---|---|
| finish | bcdl[5] | segment[0] | 0.11 |
| CTS | bcdl[7] | segment[0] | 0.005 |
| global route | bcdl[5] | segment[0] | 0.06 |
[synthesized netlist by cell type (all sizes together)]
cell type	number	area share [%]
nand3	6	2.5
a21oi	9	3.7
o31ai	2	1.2
ha	11	11
mux2i	2	1.6
nand2b	4	2.1
and2	1	0.52
conb	2	0.62
nor3	3	1.2
xor2	5	3.6
buf	3	2.5
nand4	4	2.1
nor2	19	5.9
o22ai	5	2.6
o21a	2	1.2
xnor2	8	5.8
dfxtp	17	28
or3	1	0.52
or2	3	1.5
a32oi	1	0.72
and4	2	1.4
a21boi	1	0.62
o211ai	2	1.2
o221ai	1	0.72
a22oi	1	0.62
nor4	2	1.0
a311o	1	0.82
a31o	1	0.72
or4	3	1.9
nand3b	1	0.62
nand2	10	3.1
clkbuf	6	1.9
inv	9	2.8
o21ai	8	3.3
Power and IR drop assume default switching activity.
